==> design.v <==
`timescale 1ns / 1ps
module cordic(
    input clk, reset,  
    input signed [15:0] argument,  
    output signed [15:0] sine_val,cos_val,
    output done
    );
    reg done;
    reg signed [15:0] sine_val,cos_val;
    reg signed [15:0] alpha;  
    reg signed [15:0] arc_tan, arg;  
    reg signed [15:0] x,y;
    reg [5:0] i;
    function signed [15:0] cordic_arctan;
        input [5:0] i;
        case(i)
            6'd0: cordic_arctan=16'b0011001001000100;
            6'd1: cordic_arctan=16'b0011101101011000;
            6'd2: cordic_arctan=16'b0011111010111000;
            6'd3: cordic_arctan=16'b0011111110101000;
            6'd4: cordic_arctan=16'b0011111111110000;
            6'd5: cordic_arctan=16'b0010000000000000;
            6'd6: cordic_arctan=16'b0010000000000000;
            6'd7: cordic_arctan=16'b0010000000000000;
            6'd8: cordic_arctan=16'b0010000000000000;
            6'd9: cordic_arctan=16'b0010000000000000;
            6'd10: cordic_arctan=16'b0010000000000000;
            6'd11: cordic_arctan=16'b0010000000000000;
            6'd12: cordic_arctan=16'b0010000000000000;
            6'd13: cordic_arctan=16'b0010000000000000;
            6'd14: cordic_arctan=16'b0010000000000000;
            6'd15: cordic_arctan=16'b0000000000000000;
            default: cordic_arctan=0;
        endcase
    endfunction
    always @(negedge clk) begin
        if (reset) begin
            x<=15'd10;
            y<=0;
            arg<=argument;
            i<=0;
            done<=0;
        end
        else if (i<30) begin
            if (arg>=alpha) begin
                x<=x-(y>>>i);
                y<=y+(x>>>i);
                arc_tan<=cordic_arctan(i);
                alpha<=alpha - arc_tan;
            end
            else begin
                x<=x+(y>>>i);
                y<=y-(x>>>i);
                arc_tan<=cordic_arctan(i);
                alpha<=alpha - arc_tan;
            end
            i<=i+1;
        end
        else begin
            sine_val<=y;
            cos_val<=x;
            done<=1;
        end
    end
endmodule
==> run.sh <==
#!/bin/bash
# OpenROAD 26Q1-2900-gdf79404cd8, Yosys 0.63+post, stock flow scripts
make -C /OpenROAD-flow-scripts/flow DESIGN_CONFIG=/design/flow/config.mk WORK_HOME=/design/flow/orfs finish
==> config.mk <==
export PLATFORM = sky130hd
export DESIGN_NAME = cordic
export DESIGN_NICKNAME = cordic
export VERILOG_FILES = /design/flow/design.v
export SDC_FILE = /design/flow/constraint.sdc
export NUM_CORES = 4
export LEC_CHECK = 1
export CORE_UTILIZATION = 30
==> constraint.sdc <==
current_design cordic

set clk_period 9.2
set clk_io_pct 0.2

create_clock -name clk0 -period $clk_period [get_ports {clk}]

set non_clock_inputs [all_inputs -no_clocks]
set_input_delay [expr $clk_period * $clk_io_pct] -clock clk0 $non_clock_inputs
set_output_delay [expr $clk_period * $clk_io_pct] -clock clk0 [all_outputs]
==> impl_metrics.ini <==
; implementation run metrics
[cts]
hold_buffers = 0
cts.clk_slew.worst_paths_ns = 0.04
ctsResizeCount = 0
cts.sinks = 117
clockBufferDepth = 2
h-tree-depth = 4
cts_buffers = 17
cts_tree = yes
cts_setup_buffers = 0
clockRootBuffer = clkbuf_16
worstSkewPairLatency_ns = 0.46

[place]
port_buffers = 48
dp_hpwl_mm = 16.8
gp_congestion = 0.952
placed_cells = 1354
dpl_worst_slack_ns = 1.16

[synth]
yosysMostFrequentCell = nand2_1
synth_area_um2 = 8600
edf_count = 69
synth_cell_types = 81
top_cells_by_area = edfxtp_1 (24%), dfxtp_1 (11%), ha_1 (9.2%)
yosys_cells = 956
netlist_instances = 956
synth_flops = 117
yosys_warnings = 1
synth_chip_area_um2 = 8600
syn_avg_cell_area_um2 = 8.99
top_area_share_pct = 24.1
common_cells = nand2_1 (98), nor2_1 (85), a21oi_1 (74)
ff_type = edfxtp_1
ys_seq_share_pct = 35.3
yosysTopAreaCell = edfxtp_1
postSynth.asyncResetShare_pct = 0

[die]
die_w_um = 171
core_area_um2 = 28000
row_count = 61
chipHeight_um = 171
initial_core_util_pct = 30.7
chipArea_um2 = 29300
pin_count = 51

[power]
p_per_area_nw_per_um2 = 403
irDropWorstVdd_mv = 0.274
leakagePower_nw = 4.65

[worst_setup_path]
reg2reg_depth = 19
cp-start-kind = register
crit_family = buffers and inverters
crit_fanout = 1
path_cells = clkdlybuf4s50_1
path_buffers = 1
cp.depth = 1
arrival_ns = 5.87
r2r-start = i[0]$_SDFFE_NP0N_
crit_slowest_cell = clkdlybuf4s50_1
rrSetupSlack_ns = 3.39
cp_slowest_stage_delay_ns = 0.51
cp-end-kind = primary output
r2r-end = y[15]$_SDFFE_NP0N_
required_ns = 7.36
path_class = register to primary output

[timing]
setup_tns_ns = 0
fin_ws_ns = 1.49
slew_viol_final = 0
finalSetupViolations = 0
finalHoldViolCount = 0
rsz0062_at_grt = false
hold_ws_ns = 0.473
max_slew_margin_pct = 44.2
worst_pin_slew_ns = 0.837
skew_ns = 0.0202

[grt]
grtUsageTotal_pct = 17.5
grt_pass1_wl_mm = 39.0
grt_max_degree = 55
grt_use_met2_pct = 26.0
antenna_found_initial = 0
busiest_layer = met2
grt.overflow.total = 0
grt_pass1_vias = 7642
use_met1_pct = 24.3
gr-usage-met3_pct = 4.83

[routing]
wl_per_cell_um = 16.0
vias_per_cell = 5.07
wl_mm = 24.1
drc_errors = 0
num_antenna_cells = 0
dr_total_vias = 7621
ant_nets = 0
detail_route.first_pass.iterations = 5
initialDrtViolationCount = 437

[hold_path]
hold_end = done$_SDFFE_NP0P_
hold_class = register to register
hold_depth = 2
holdCritStartpoint = done$_SDFFE_NP0P_

[final_layout]
fillers = 2770
fin_cells = 1502
area_growth_pct = 22.7
drive_gt1_share_pct = 8.72

[run]
warning_count = 148
drv_cap = 0

[status]
status = finished, final reports clean
## metrics by stage
stage          utilization (%)  area, um2  power (mW)
4_1_cts                   37.7      10500        4.29
5_1_grt                   37.7      10500        4.70
3_5_place_dp              33.8       9470        3.37
3_3_place_gp              33.8       9470        3.35
6_report                  37.7      10500        4.26
2_1_floorplan                -       8600        2.91
## worst max path at each step
stage                       from  slack (ns)            to
4_1_cts    cos_val[15]$_DFFE_NP_        1.45   cos_val[15]
5_1_grt   sine_val[15]$_DFFE_NP_        1.43  sine_val[15]
6_report   cos_val[15]$_DFFE_NP_        1.49   cos_val[15]
## state kept, by name, summed over array words and instances (netlist names), named ones only
register  flops
alpha        14
x            16
arc_tan       9
sine_val     16
arg          14
i             6
cos_val      16
done          1
y            16
## cells by family (layout without fill, tap and decap cells)
group / Yosys count / after routing / share of synthesized area, %
mux: 50 / 50 / 7.18
fa+ha+maj: 66 / 66 / 9.87
compound gates: 253 / 253 / 19.5
simple gates: 309 / 309 / 17.2
flops: 117 / 117 / 35.3
xor+xnor: 59 / 59 / 6.01
buf+inv: 102 / 270 / 4.93
## placed cells by master, fill, tap and decap left out, types with 11 or more instances in the layout
cell,n
buf_4,14
ha_1,63
nor2b_1,18
nand3_1,14
and2_1,17
edfxtp_1,69
clkbuf_16,17
inv_1,174
mux2i_1,26
nor2_1,83
nand2_1,98
xnor2_1,38
nand4_1,12
a31oi_1,19
clkdlybuf4s50_1,47
o21ai_0,47
dfxtp_1,46
nor3_1,17
xor2_1,21
o211ai_1,11
mux2_2,14
a21oi_1,74
## worst register-to-register path, delay by kind of cell, from the launching register on
family / cells / cell delay [ns]
buffers and inverters: 1 / 0.46
AOI/OAI and AO/OA: 10 / 2.41
xor gates and xnor gates: 1 / 0.17
DFF: 1 / 0.30
and+or+nand+nor: 4 / 1.48
muxes: 1 / 0.34
adders and majority gates: 2 / 0.54
## area by class of cell
class                      instances  area, um2  share of cell area (%)
multi-input combinational        737       5150                    48.9
sequential                       117       3040                    28.8
clock inverter                   132        658                    6.24
timing repair buffer              62        581                    5.50
tap                              378        473                    4.48
clock buffer                      17        425                    4.03
inverter                          59        221                    2.10
## metal layers
layer	wire, um	share of wire [%]	vias to the layer above
met3	1460	6.1	42
met2	10500	44	229
li1	-	-	3824
met5	0	0	-
met1	11400	47	3526
met4	692	2.9	0
## power breakdown
| group | switching, mW | leakage [nW] | internal, mW |
|---|---|---|---|
| registers | 0.155 | 1.05 | 0.716 |
| logic | 1.32 | 2.66 | 1.13 |
| clock network | 0.401 | 0.943 | 0.531 |
Power and IR drop assume default switching activity.
