==> flow/constraint.sdc <==
current_design exec

set clk_period 15.3
set clk_io_pct 0.2

create_clock -name clk0 -period $clk_period

set non_clock_inputs [all_inputs -no_clocks]
set_input_delay [expr $clk_period * $clk_io_pct] -clock clk0 $non_clock_inputs
set_output_delay [expr $clk_period * $clk_io_pct] -clock clk0 [all_outputs]
==> flow/run.sh <==
#!/bin/bash
# OpenROAD 26Q1-2900-gdf79404cd8, Yosys 0.63+post, stock flow scripts
make -C /OpenROAD-flow-scripts/flow DESIGN_CONFIG=/design/flow/config.mk WORK_HOME=/design/flow/orfs finish
==> flow/config.mk <==
export PLATFORM = sky130hd
export DESIGN_NAME = exec
export DESIGN_NICKNAME = exec
export VERILOG_FILES = /design/flow/design.v
export SDC_FILE = /design/flow/constraint.sdc
export NUM_CORES = 4
export LEC_CHECK = 1
export CORE_UTILIZATION = 40
==> flow/design.v <==
`timescale 1ns/1ps
module exec (rs1_d, rs2i_d, imm_d, op_a, op_l, op_s, sel_r, bra_c, res_d_op, res_bra, pc_v, off_v,  b_rs1_pc, res_brt_dma);
    input [31:0] rs1_d, rs2i_d, imm_d, pc_v, off_v;      
    input [3:0] op_a, op_s;      
    input [2:0] op_l;      
    input [1:0] sel_r;      
    input [2:0] bra_c;      
    input b_rs1_pc;      
    output [31:0] res_d_op, res_brt_dma;      
    output res_bra;      
    reg [31:0] res_d_op, res_brt_dma;
    reg res_bra;
    reg [32:0] res_d_op_a_33;      
    reg [31:0] res_d_op_a_32;      
    reg [31:0] res_d_op_l_32;      
    reg [31:0] res_d_op_s_32;      
    always @(*)
    begin
        casex (op_a)      
        4 'b0000 : 
            begin
            res_d_op_a_33 =  rs1_d +  rs2i_d;      
            res_d_op_a_32 =  res_d_op_a_33 [31:0];      
            end
        4 'b1000 : 
            begin
            res_d_op_a_33 =  rs1_d -  rs2i_d;      
            res_d_op_a_32 =  res_d_op_a_33 [31:0];      
            end
        4 'bx010 :
            begin 
            res_d_op_a_33 = rs1_d - rs2i_d;      
            res_d_op_a_32 = {{31{1'b0}}, res_d_op_a_33[32]};      
            end
        4 'bx011:
            begin 
            res_d_op_a_33 =  rs1_d - rs2i_d;      
            res_d_op_a_32 = {{31{1'b0}}, !res_d_op_a_33[32]};      
            end
        default: 
            begin
            res_d_op_a_33 =  rs1_d +  rs2i_d;      
            res_d_op_a_32 = res_d_op_a_33 [31:0];      
            end
        endcase
        casex (op_l)      
        3 'b 100: res_d_op_l_32 = rs1_d ^ rs2i_d;      
        3 'b 110: res_d_op_l_32 = rs1_d | rs2i_d;      
        3 'b 111: res_d_op_l_32 = rs1_d & rs2i_d;      
        default: res_d_op_l_32 = rs1_d ^ rs2i_d;      
        endcase
        casex (op_s)      
        4 'b0001: res_d_op_s_32 = rs1_d << rs2i_d [4:0];      
        4 'b0101: res_d_op_s_32 = rs1_d >> rs2i_d [4:0];      
        4 'b1101: res_d_op_s_32 = rs1_d >>> rs2i_d [4:0];      
        default: res_d_op_s_32 = rs1_d << rs2i_d [4:0];      
        endcase
        casex (bra_c)      
        3 'b000 : res_bra = !(|res_d_op_a_33);
        3 'b001 : res_bra = |res_d_op_a_33;
        3 'b100 : res_bra = res_d_op_a_33[32];
        3 'b101 : res_bra = !res_d_op_a_33[32];
        3 'b110 : res_bra = !res_d_op_a_33[32];
        3 'b111 : res_bra = res_d_op_a_33[32];
        default: res_bra = 1 'b0;
        endcase
        casex (sel_r)
        2 'b00 : res_d_op = res_d_op_a_32;
        2 'b01 : res_d_op = res_d_op_l_32;
        2 'b10 : res_d_op = res_d_op_s_32;
        default: res_d_op = rs2i_d;
        endcase
        casex (b_rs1_pc)
        1 'b0 : res_brt_dma =  rs1_d + off_v;
        1 'b1 : res_brt_dma = pc_v + off_v;
        endcase
    end 
endmodule
==> results.json <==
{
  "pwr-share-clk_pct": 0,
  "slowest_stage": "ha_1",
  "hold_class": "in -> out",
  "syn_to_final_growth_pct": 19.8,
  "drive_above_1_share_pct": 4.75,
  "end_kind": "output port",
  "final.setup.tns_ns": 0,
  "top_cell": "nor2_1",
  "fill_cells": 2797,
  "worstPathArrival_ns": 9.44,
  "cts_resized": 0,
  "chipArea_um2": 28700,
  "crit_chain": "clkdlybuf4s50_1 > buf_4 > clkinv_1 > ha_1 > or4_4 > a21o_1 > a221oi_4 > nor3_2 > o31ai_4 > a211oi_2 > or3_1 > xnor2_1 > or4_1 > or4_1 > or4_1 > o211ai_1 > clkdlybuf4s50_1",
  "clkbuf_count": 0,
  "synthCells": 1748,
  "slowest_delay_ns": 0.61,
  "finalPower_uw": 615,
  "vdd_drop_max_mv": 0.0261,
  "dieHeight_um": 169,
  "routed_wl_um": 50700,
  "p_leak_nw": 5.71,
  "final_antenna_net_count": 0,
  "worstSetupEndpoint": "res_bra",
  "ys_top_cells_by_area": "ha_1 14%, a21oi_1 9.0%, o21ai_0 7.7%",
  "instances_no_fill": 2226,
  "fp_util_pct": 41.1,
  "p_int_uw": 272,
  "io_buffers": 209,
  "num_rows": 60,
  "crit_path_start": "rs2i_d[4]",
  "cp-start-kind": "input pin",
  "antenna_cells": 0,
  "top_area_share_pct": 14.3,
  "via_per_inst": 6.09,
  "synth.yosys.warnings": 1,
  "core_area_um2": 27300,
  "dr.pass1.iters": 7,
  "yosys-stat-area_um2": 11200,
  "synth_seq_share_pct": 0,
  "wl_per_cell_um": 22.8,
  "grt_pass1_vias": 12500,
  "hold_viol": 0,
  "period_minus_slack_ns": 12.50,
  "routabilityCongestion": 1.05,
  "critPathMaxFanout": 47,
  "regArea_um2": 0,
  "antenna_found_initial": 1,
  "crit_type": "in -> out",
  "yosysUniqueCellTypes": 74,
  "warnings": 130,
  "rsz0062_at_grt": "no",
  "dpl.hpwl_um": 40700,
  "flops": 0,
  "fmax_mhz": 80.0,
  "timing.slew.headroom_pct": 45.7,
  "synth_area_um2": 11200,
  "drc": 0,
  "ys_cells": 1748,
  "postCtsSetupBuffers": 0,
  "common_cells": "215 x nor2_1, 202 x a21oi_1, 188 x nand2_1, 172 x o21ai_0, 128 x ha_1",
  "timing.hold.ws_ns": 7.17,
  "stdcell_area_um2": 13400,
  "max-cap-violations": 0,
  "grt_max_degree": 66,
  "grt_pass1_wl_um": 76300,
  "syn-mean-instance-area_um2": 6.41,
  "placed_cells": 2226,
  "io_pins": 242,
  "top_area_cell": "ha_1",
  "p_per_area_nw_per_um2": 45.8,
  "p_comb_share_pct": 100.0,
  "holdBufCountCts": 0,
  "switching_share_pct": 55.7,
  "grt_util_all_layers_pct": 35.5,
  "crit_top_cell": "or4_1",
  "via_count": 13600,
  "grt.overflow.total": 0,
  "final-setup-viol-count": 0,
  "comb_area_um2": 10400,
  "slew_violations": 0,
  "status": "complete, no violations",
  "power_switching_uw": 343,
  "fin_crit_sh_pct": 81.7,
  "worstPathRequired_ns": 12.24,
  "dieWidth_um": 169,
  "place_area_um2": 13400,
  "drt_iter0_drc": 1255,
  "power_frac_seq_pct": 0,
  "max_slew.worst_pin.slew_ns": 0.804
}
placed cells by master (no fill, tap or decap), types with 7 or more instances in the layout:
cell,count
o31ai_1,12
o21a_1,17
nand2_1,187
o211ai_1,23
o22ai_1,24
or2_2,9
nor2_1,214
nand3_1,24
nor4_1,11
xnor2_1,57
nor2b_1,15
nor3_1,31
inv_1,97
mux4_2,35
nand4_1,10
ha_1,128
a21oi_1,202
xor2_1,14
a31oi_1,21
a211oi_1,28
or3_1,11
and3_1,13
o21ai_0,172
clkdlybuf4s50_1,202
nand2b_1,14
a21o_1,35
a221oi_1,21
o21bai_1,7
mux2i_1,78
buf_4,22
metal layers:
layer / up-vias / share of wire [%] / global-route usage [%]
met3: 99 / 9.1 / 7.17
met1: 6173 / 42 / 47.3
li1: 6603 / - / -
met2: 673 / 45 / 58.0
met5: - / 0.026 / 0
met4: 2 / 3.8 / 11.2
cells by family (layout without fill, tap and decap cells):
family                     Yosys count  in the layout  synth area share, %
AOI/OAI and AO/OA                  638            638                 35.3
xor gates and xnor gates            71             71                 5.55
adders and majority gates          131            131                 14.8
buffers and inverters              226            332                 7.69
muxes                              116            116                 14.3
and+or+nand+nor                    566            566                 22.4
layout make-up:
class | instances | share of cell area (%)
repair buffers | 230 | 16.5
inverters | 102 | 2.85
multi-input cells | 1522 | 77.2
well taps | 372 | 3.47
stage by stage:
step | utilization [%] | worst slack [ns]
after floorplan | - | 4.32
after global placement | 49.3 | 2.86
after detailed placement | 49.3 | 2.86
after CTS | 49.3 | 2.85
after global routing | 49.3 | 2.56
final | 49.3 | 2.80
power groups by stage:
stage	clock network [mW]	registers (mW)	logic, mW
after CTS	0	0	0.607
after global routing	0	0	0.669
final	0	0	0.615
worst max-delay path: cells and delay by family:
family	cells	cell delay (ns)
xor gates and xnor gates	1	0.16
and+or+nand+nor	6	2.34
buffers and inverters	4	1.90
adders and majority gates	1	0.61
AOI/OAI and AO/OA	5	1.36
how the worst min path moves through the flow:
stage	startpoint	to	slack [ns]	cells after the start
5_1_grt	off_v[0]	res_brt_dma[0]	7.19	3
4_1_cts	off_v[0]	res_brt_dma[0]	7.17	3
6_report	off_v[0]	res_brt_dma[0]	7.17	3
No activity file was given, so power comes from the tool's default toggle rates.
