==> flow/design.v <==
`timescale 1ns / 1ps
module shifter_32 (a, b, c, z_);
    input [31 : 0] a;		 
    input [4 : 0] b;		 
    input [1 : 0] c;		 
    output [31 : 0] z_;
    reg [31 : 0]  z4, z3, z2, z1;	 
    reg [31:0] z_;
    reg [1 : 0] sel4, sel3, sel2, sel1, sel0;	 
    always @ (a, b, c)
    begin
        casex ({c, b[4]})
            3 'bxx0 : sel4 = 2 'b11;
            3 'b0x1 : sel4 = 2 'b10;
            3 'b111 : sel4 = 2 'b01;
            3 'b101 : sel4 = 2 'b00;
        endcase 
        casex ({c, b[3]})
            3 'bxx0 : sel3 = 2 'b11;
            3 'b0x1 : sel3 = 2 'b10;
            3 'b111 : sel3 = 2 'b01;
            3 'b101 : sel3 = 2 'b00;
        endcase
            casex ({c, b[2]})
            3 'bxx0 : sel2 = 2 'b11;
            3 'b0x1 : sel2 = 2 'b10;
            3 'b111 : sel2 = 2 'b01;
            3 'b101 : sel2 = 2 'b00;
        endcase 
        casex ({c, b[1]})
            3 'bxx0 : sel1 = 2 'b11;
            3 'b0x1 : sel1 = 2 'b10;
            3 'b111 : sel1 = 2 'b01;
            3 'b101 : sel1 = 2 'b00;
        endcase
        casex ({c, b[0]})
            3 'bxx0 : sel0 = 2 'b11;
            3 'b0x1 : sel0 = 2 'b10;
            3 'b111 : sel0 = 2 'b01;
            3 'b101 : sel0 = 2 'b00;
        endcase
        case (sel4)
            2 'b11 : z4 = a; 
            2 'b10 : z4 = {a[15 :0],{16{1'b0}} };
            2 'b01 : z4 = {{16{a[31]}}, a[31 : 16]};
            2 'b00 : z4 = {{16{1 'b0}}, a[31 : 16]};
        endcase
        case (sel3)
            2 'b11 : z3 = z4; 
            2 'b10 : z3 = {z4[23 : 0], {8{1 'b0}}};
            2 'b01 : z3 = {{8{z4[31]}}, z4[31 : 8]};
            2 'b00 : z3 = {{8{1 'b0}}, z4[31 : 8]};
        endcase
        case (sel2)
            2 'b11 : z2 = z3; 
            2 'b10 : z2 = {z3[27 : 0], {4{1 'b0}}};
            2 'b01 : z2 = {{4{z3[31]}}, z3[31 : 4]};
            2 'b00 : z3 = {{4{1 'b0}}, z3[31 : 4]};
        endcase
        case (sel1)
            2 'b11 : z1 = z2; 
            2 'b10 : z1 = {z2[29 : 0], {2{1 'b0}}};
            2 'b01 : z1 = {{2{z2[31]}}, z2[31 : 2]};
            2 'b00 : z1 = {{2{1 'b0}}, z2[31 : 2]};
        endcase
        case (sel0)
            2 'b11 : z_ = z1; 
            2 'b10 : z_ = {z1[30 : 0], 1 'b0};
            2 'b01 : z_ = {{z1[31]}, z1[31 : 1]};
            2 'b00 : z_ = {1 'b0, z1[31 : 1]};
        endcase
    end
endmodule
==> flow/run.sh <==
#!/bin/bash
# OpenROAD 26Q1-2900-gdf79404cd8, Yosys 0.63+post, stock flow scripts
make -C /OpenROAD-flow-scripts/flow DESIGN_CONFIG=/design/flow/config.mk WORK_HOME=/design/flow/orfs finish
==> flow/config.mk <==
export PLATFORM = sky130hd
export DESIGN_NAME = shifter_32
export DESIGN_NICKNAME = shifter_32
export VERILOG_FILES = /design/flow/design.v
export SDC_FILE = /design/flow/constraint.sdc
export NUM_CORES = 4
export LEC_CHECK = 1
export CORE_UTILIZATION = 40
==> flow/constraint.sdc <==
current_design shifter_32

set clk_period 8.0
set clk_io_pct 0.2

create_clock -name clk0 -period $clk_period

set non_clock_inputs [all_inputs -no_clocks]
set_input_delay [expr $clk_period * $clk_io_pct] -clock clk0 $non_clock_inputs
set_output_delay [expr $clk_period * $clk_io_pct] -clock clk0 [all_outputs]
==> changes_impl.md <==
## Implementation

* RSZ-0062 raised after global routing: false
* Worst-path maximum fanout at 15
* PostCTS Resize Cnt at 0
* DIE AREA at roughly 13000 um^2
* Hold Path Class: in -> out
* Vias in the first global route at 5506
* Most frequent cells after synthesis: nand2_1 (62), a21oi_1 (51), nor2_1 (49)
* FP Rows at 39
* Post-synth top area cell: dlxtp_1
* Period utilization at about 89%
* HPWL after DPL at between 15000 and 20000 um
* GRT Util Overall at 36.3%
* Distinct cells, synth at around 89
* Pin count of the biggest net entering global routing at ~78
* Register pins left without a clock at 32
* Die width at around 110 um
* First-pass DRT Iterations at 5
* Async set-reset flop share out of synthesis at 0%
* Placed Instance Area at 5400 um^2
* Netlist area before placement at around 4900 um^2
* WP data arrival at roughly 5500 ps
* Drt drc at 0
* Core area at between 10000 and 15000 um^2
* Endpoints left unconstrained at 32
* Max reg flops at 32
* Max-slew headroom at roughly two fifths
* Share of layout cells above drive strength 1 at between 10% and 20%
* Gpl congestion at ~1.0
* Synth Instances at roughly 700
* EDFF count, synth at 0
* Yosys synthesis chip area at 4880 um^2
* Final setup viols at 0
* Max Fclk at around 140 MHz
* Remaining antenna violation count at 0
* Maxcap violations at 0
* Most frequent cell after synthesis: nand2_1
* WS Path Type: in -> out
* Via-to-Cell Ratio at 7.23
* Setup Buffers After CTS at 0
* IO Port Bufs at around 71
* Die height at roughly 110 um
* Crit. End Element: output port
* Yosys Warn Count at 33
* Stage-log warning count at 32
* TNS Setup at 0 ps
* Starting DRC count in detailed routing at roughly 940
* Initial antenna violation count at 0
* Initial Util at between 40% and 50%
* CP startpoint kind: input port
* Tmin final at a little over 7000 ps
* Mean post-synth cell area at ~7 um^2
* Per-cell routed wire length at between 20 and 30 um
* Boundary Pins at 71
* Final hold vios at 0
* VDD IR max at 0.0551 mV
* P_leak at approximately 0.0020 uW
* Routed vias at about 6100
* Overflow after GRT at 0
* Final instance area at 5400 um^2
* Top cells, area: dlxtp_1 (9.8%), mux2i_1 (5.5%), a21oi_1 (5.2%)
* Layout overhead on the synthesized area at 10.5%
* Share of the synthesized area in the top cell type at 9.84%
* Status: completed
* Pwr dens at roughly 79 nW/um^2
* Number of diodes at 0
* Critical Path RT at 6400 ps
* Most used flip-flop cell: dlxtp_1
* Least-Margin Pin Slew at between 800 and 900 ps
* CTS Hold Bufs at 0
* Global-route wire length before repair at roughly 35000 um
* Seq cells post-synth at 32
* Count of pins over their slew limit at 0
* Drt total wl at 22700 um
* Yosys cell count at about 700
==> final cells by class <==
class                      instances  area (um^2)
fill                            1192         6270
multi-input combinational        575         3890
timing repair buffer              83          788
sequential                        32          480
tap                              143          179
inverter                          15         56.3
==> worst max-delay path, cell delays in order <==
cell	delay [ps]
clkdlybuf4s50_1	910
nand3_2	510
a311oi_1	730
o21ai_0	150
o211ai_1	440
nand2_1	170
a311o_1	370
o211ai_1	100
clkdlybuf4s50_1	500
==> final timing paths <==
kind                   from  endpoint  slack (ps)  cells past startpoint
worst max-delay path  a[31]    z_[20]         910                      9
worst min-delay path   c[1]     z_[3]        4240                      5
==> through the flow <==
step | hold WS, ps | total power (uW) | utilization (%) | setup slack [ps] | cells
finish | 4240 | 426 | 46.3 | 909 | 848
global route | 4250 | 453 | 46.3 | 815 | 848
CTS | 4200 | 417 | 46.3 | 1100 | 848
detailed placement | 4200 | 414 | 46.3 | 1130 | 848
global placement | 4210 | 419 | 46.3 | 943 | 848
floorplan | 3490 | 267 | - | 3080 | 699
==> placed cells by master (no fill, tap or decap), drive strengths merged, types with 9 or more instances in the layout <==
cell and instances:
and3 15, a221oi 13, mux2i 27, dlxtp 32, o211ai 24, clkdlybuf4s50 66, o21ai 48, nor3 14
inv 14, nor2b 18, o22ai 17, a211oi 19, a22oi 14, a31oi 17, nand3 24, nand2 63
buf 17, a21oi 55, nand2b 10, a211o 9, nor2 49
==> kinds of logic (layout without fill, tap and decap cells) <==
group	count (synthesis)	count (layout)	synth area share, %
buffers and inverters	92	98	10.4
latches	32	32	9.84
muxes	32	32	6.69
and+or+nand+nor	224	224	22.9
AOI/OAI and AO/OA	319	319	50.2
==> where the power goes <==
group          total (uW)  internal (uW)  switching [uW]
sequential           28.8           23.9            4.89
clock                   0              0               0
combinational         397            160             237
==> layer usage <==
layer  up-vias  GRT usage (%)  part of all wire [%]
met1      2901           53.7                    42
met3        61           5.83                    11
met4         0           12.2                   4.1
met2       425           53.9                    44
met5         -              0                     0
li1       2740              -                     -
No activity file was given, so power comes from the tool's default toggle rates.
